### /design/flow/run.sh
#!/bin/bash
# OpenROAD 26Q1-2900-gdf79404cd8, Yosys 0.63+post, stock flow scripts
make -C /OpenROAD-flow-scripts/flow DESIGN_CONFIG=/design/flow/config.mk WORK_HOME=/design/flow/orfs finish
### /design/flow/config.mk
export PLATFORM = sky130hd
export DESIGN_NAME = uart_rx
export DESIGN_NICKNAME = uart_rx
export VERILOG_FILES = /design/flow/design.v
export SDC_FILE = /design/flow/constraint.sdc
export NUM_CORES = 4
export LEC_CHECK = 1
export CORE_UTILIZATION = 40
### /design/flow/constraint.sdc
current_design uart_rx

set clk_period 8.0
set clk_io_pct 0.2

create_clock -name clk0 -period $clk_period [get_ports {clk_i}]

set non_clock_inputs [all_inputs -no_clocks]
set_input_delay [expr $clk_period * $clk_io_pct] -clock clk0 $non_clock_inputs
set_output_delay [expr $clk_period * $clk_io_pct] -clock clk0 [all_outputs]
### /design/flow/design.v
package uart_pkg;
  parameter DATA_WIDTH = 8;
  parameter FIFO_DEPTH = 16;
  parameter CLK_PERIOD = 10;   
  parameter BAUD_DIV = 104;
  parameter BAUD_CLK_PERIOD = BAUD_DIV * CLK_PERIOD;   
  typedef enum logic [1:0] {
    IDLE,
    SENDING_START,
    SENDING_DATA,
    SENDING_STOP
  } state_t;
endpackage
module count_fifo #(
    parameter DATA_WIDTH = 8,
    parameter FIFO_DEPTH = 4
) (
    input logic clk,
    input logic rst,
    input logic wr_en,
    input logic rd_en,
    input logic [DATA_WIDTH-1:0] wdata,
    output logic [DATA_WIDTH-1:0] rdata,
    output logic full,
    output logic empty
);
  localparam ADDR_WIDTH = $clog2(FIFO_DEPTH);
  logic [DATA_WIDTH-1:0] fifo_mem[FIFO_DEPTH];
  logic [ADDR_WIDTH-1:0] write_ptr, read_ptr;
  logic [ADDR_WIDTH-1:0] fifo_count;
  always_ff @(posedge clk) begin
    if (rst) begin
      write_ptr  <= 0;
      read_ptr   <= 0;
      fifo_count <= 0;
    end else begin
      case ({
        wr_en, rd_en
      })
        2'b10:   fifo_count <= fifo_count + 1;
        2'b01:   fifo_count <= fifo_count - 1;
        default: fifo_count <= fifo_count;
      endcase
      if (wr_en && !full) begin
        fifo_mem[write_ptr] <= wdata;
        write_ptr <= write_ptr + 1;
      end
      if (rd_en && !empty) begin
        rdata <= fifo_mem[read_ptr];
        read_ptr <= read_ptr + 1;
      end
    end
  end
  assign full  = (fifo_count == FIFO_DEPTH);
  assign empty = (fifo_count == 0);
endmodule
module le_fifo #(
    parameter DATA_WIDTH = 8,
    parameter FIFO_DEPTH = 4
) (
    input logic clk,
    input logic rst,
    input logic wr_en,
    input logic rd_en,
    input logic [DATA_WIDTH-1:0] wdata,
    output logic [DATA_WIDTH-1:0] rdata,
    output logic full,
    output logic empty
);
  localparam ADDR_WIDTH = $clog2(FIFO_DEPTH);
  logic [DATA_WIDTH-1:0] fifo_mem[FIFO_DEPTH];
  logic [ADDR_WIDTH-1:0] write_ptr, read_ptr;
  always_ff @(posedge clk) begin
    if (rst) begin
      write_ptr <= 0;
      read_ptr  <= 0;
    end else begin
      if (wr_en && !full) begin
        fifo_mem[write_ptr] <= wdata;
        write_ptr <= write_ptr + 1;
      end
      if (rd_en && !empty) begin
        rdata <= fifo_mem[read_ptr];
        read_ptr <= read_ptr + 1;
      end
    end
  end
  assign full  = ((write_ptr + 1'b1) == read_ptr);
  assign empty = (write_ptr == read_ptr);
endmodule
module wbit_fifo #(
    parameter DATA_WIDTH = 8,
    parameter FIFO_DEPTH = 4
) (
    input logic clk,
    input logic rst,
    input logic wr_en,
    input logic rd_en,
    input logic [DATA_WIDTH-1:0] wdata,
    output logic [DATA_WIDTH-1:0] rdata,
    output logic full,
    output logic empty
);
  localparam ADDR_WIDTH = $clog2(FIFO_DEPTH);
  logic [DATA_WIDTH-1:0] fifo_mem[FIFO_DEPTH];
  logic [ADDR_WIDTH:0] write_ptr, read_ptr;
  logic wrap_around;
  always_ff @(posedge clk) begin
    if (rst) begin
      write_ptr <= 0;
      read_ptr  <= 0;
    end else begin
      if (wr_en && !full) begin
        fifo_mem[write_ptr[ADDR_WIDTH-1:0]] <= wdata;
        write_ptr <= write_ptr + 1;
      end
      if (rd_en && !empty) begin
        rdata <= fifo_mem[read_ptr[ADDR_WIDTH-1:0]];
        read_ptr <= read_ptr + 1;
      end
    end
  end
  assign wrap_around = (write_ptr[ADDR_WIDTH] ^ read_ptr[ADDR_WIDTH]);
  assign full = wrap_around & (write_ptr[ADDR_WIDTH-1:0] == read_ptr[ADDR_WIDTH-1:0]);
  assign empty = (write_ptr == read_ptr);
endmodule
module uart_rx #(
    parameter DATA_WIDTH = 8,
    parameter FIFO_DEPTH = 16
) (
    input logic        clk_i,        
    input logic        rst_ni,       
    input logic [15:0] baud_div_i,   
    input logic        rx_ren_i,     
    input logic        rx_en_i,      
    input logic        rx_bit_i,     
    output logic [DATA_WIDTH-1:0] dout_o,    
    output logic                  empty_o,   
    output logic                  full_o     
);
  localparam COUNTER_WIDTH = $clog2(DATA_WIDTH + 1);
  logic                      rx_we;   
  logic [   DATA_WIDTH -1:0] rx_data_reg;   
  logic [COUNTER_WIDTH -1:0] bit_counter;   
  logic [              15:0] baud_counter;   
  typedef enum logic [2:0] {
    IDLE,
    START_BIT,
    DATA_BITS,
    STOP_BIT
  } state_t;
  state_t state, next_state;
  logic mid_tick;
  logic end_tick;
  assign mid_tick = (baud_counter == (baud_div_i >> 1) - 1);   
  assign end_tick = (baud_counter == baud_div_i - 1);
  wbit_fifo #(
      .DATA_WIDTH(DATA_WIDTH),
      .FIFO_DEPTH(FIFO_DEPTH)
  ) rx_buffer (
      .clk  (clk_i),
      .rst  (!rst_ni),
      .wr_en(rx_we),
      .rd_en(rx_ren_i),
      .wdata(rx_data_reg),
      .rdata(dout_o),
      .full (full_o),
      .empty(empty_o)
  );
  assign rx_we = (state == STOP_BIT) && end_tick;
  always_comb begin
    next_state = state;
    case (state)
      IDLE: begin
        if (rx_en_i && !rx_bit_i && !full_o) begin   
          next_state = START_BIT;
        end
      end
      START_BIT: begin
        if (mid_tick) begin   
          if (!rx_bit_i) begin
            next_state = DATA_BITS;
          end else begin
            next_state = IDLE;
          end
        end
      end
      DATA_BITS: begin
        if (mid_tick && (bit_counter == DATA_WIDTH - 1)) begin
          next_state = STOP_BIT;
        end
      end
      STOP_BIT: begin
        if (mid_tick) begin
          if (rx_bit_i == 1'b1) begin   
            next_state = IDLE;
          end
        end
      end
    endcase
  end
  always_ff @(posedge clk_i) begin
    if (!rst_ni) begin
      state        <= IDLE;
      baud_counter <= '0;
      bit_counter  <= '0;
      rx_data_reg  <= '0;
    end else begin
      state <= next_state;
      if (state == IDLE || end_tick) begin
        baud_counter <= '0;
      end else begin
        baud_counter = baud_counter + 1'b1;
      end
    end
    if (mid_tick) begin
      if (state == DATA_BITS) begin
        rx_data_reg[bit_counter] <= rx_bit_i;
        if (bit_counter < DATA_WIDTH - 1) begin
          bit_counter <= bit_counter + 1'b1;
        end
      end else if (state == START_BIT) begin
        bit_counter <= '0;
      end
    end
  end
endmodule
==> flow_summary.json <==
{
  "vias": 5193,
  "yosysWarnings": 2,
  "powerDensity_nw_per_um2": 196.8,
  "viasPerCell": 5.669,
  "antennaDiodeCount": 0,
  "post_cts_buffers": 0,
  "holdWs_ns": 0.5056,
  "clock-sinks": 178,
  "fp_util_pct": 41.39,
  "row_count": 52,
  "drv_cap": 0,
  "post-place-ws_ns": 2.826,
  "antenna_found_initial": 0,
  "critPathRequiredTime_ns": 8.05,
  "port_buffers": 30,
  "top_cells_by_area": "edfxtp_1 (48%), mux4_2 (11%), dfxtp_1 (9.9%)",
  "crit_path_top_delay_cell": "nor2_1",
  "cp_max_fo": 12,
  "track_usage_pct": 19.06,
  "die_area_um2": 21790,
  "antenna_left": 0,
  "synthCells": 622,
  "hpwl_um": 13010,
  "worstSetupPathType": "in -> reg",
  "r2r_setup_slack_ns": 5.00,
  "status": "finished, final reports clean",
  "synth-edff-count": 136,
  "hp-class": "reg -> reg",
  "tool_warnings": 33,
  "clock_latency_ns": 0.42,
  "reg2reg_to": "rx_buffer.fifo_mem[4][0]",
  "ir_drop_v": 0.0001308,
  "overflow": 0,
  "tightest_slew_ns": 0.8600,
  "slew_violations": 0,
  "cts.reportedPaths.clkPinSlew_ns": 0.07,
  "clock_skew_ns": 0.01163,
  "cts-resized-gates": 0,
  "yosys.area.top_type": "edfxtp_1",
  "hold_violations": 0,
  "period_needed_ns": 4.771,
  "die_h_um": 147.6,
  "drive_gt1_share_pct": 13.78,
  "crit_chain": "clkdlybuf4s50_1 -> inv_1 -> ha_1 -> a21boi_0 -> xnor2_1 -> nor4_1 -> nand3_1 -> nor4_2 -> buf_4 -> nand3_1 -> nor2_1",
  "rsz0062_at_grt": "no",
  "rr_worst_depth": 7,
  "reg_top3": "rx_buffer.fifo_mem x128, baud_counter x16",
  "numCtsBuffers": 17,
  "syn_avg_cell_area_um2": 13.64,
  "area_delta_synth_final_pct": 12.82,
  "slowest_delay_ns": 0.60,
  "cp.arrival_ns": 4.82,
  "remaining_drc_errors": 0,
  "dieWidth_um": 147.6,
  "cts_tree": "done",
  "yosysUniqueCellTypes": 66,
  "ys.flops": 178,
  "synth_seq_share_pct": 58.05,
  "r2r_start": "baud_counter[2]",
  "num_io_pins": 31,
  "drt_pass1_iterations": 5,
  "ys_cells": 622,
  "post-route-period-util_pct": 59.64,
  "cp-startpoint": "baud_div_i[2]",
  "first_global_vias": 5324,
  "top_cell_area_share_pct": 48.14,
  "avgRoutedWirePerCell_um": 20.22,
  "clockBufferDepth": 2,
  "drt-initial-drc-count": 415,
  "finalWirelength_um": 18520,
  "grt_pass1_wl_um": 29350,
  "yosys_area_um2": 8483,
  "p_leak_nw": 3.367,
  "crit_end": "rx_buffer.fifo_mem[4][0]",
  "cts_hold_buffers": 0,
  "place.gp.congestion": 0.9274,
  "cts_htree_levels": 4,
  "end_kind": "flop",
  "grt_max_degree": 41,
  "root_buffer": "clkbuf_16",
  "cpMostUsedCell": "nand3_1",
  "async_flop_share_pct": 0,
  "start_kind": "primary input",
  "max_freq_mhz": 209.6,
  "fin_ws_ns": 3.229,
  "regMostFlops": "rx_buffer.fifo_mem",
  "largest_register_ffs": 128,
  "fin_tns_setup_ns": 0,
  "core_area_um2": 20490,
  "syn-cell-area_um2": 8483,
  "setup_viol": 0,
  "nFillCells": 1754,
  "flop_cell": "edfxtp_1",
  "relSlewSlack_pct": 42.59
}
==> kinds of logic (layout without fill, tap and decap cells) <==
logic type,Yosys count,after routing,share of synthesized area [%]
buf+inv,60,84,3.171
simple gates,195,195,12.86
flops,178,178,58.05
xor+xnor,63,63,6.504
fa+ha+maj,14,14,2.065
compound gates,65,65,5.900
mux,47,47,11.45
==> critical path: cells and delay by family <==
family	cells	cell delay, ns
buf+inv	3	0.95
simple gates	5	1.49
xor+xnor	1	0.13
fa+ha+maj	1	0.24
compound gates	1	0.40
==> report_power, final <==
| group | internal, W | total (W) | switching, W |
|---|---|---|---|
| registers | 0.000981 | 0.000982 | 0.00000127 |
| logic | 0.0000255 | 0.0000598 | 0.0000343 |
| clock network | 0.000476 | 0.000841 | 0.000366 |
==> cell usage after synthesis, types with 10 or more instances <==
library cell / instances
and3_1: 10
clkbuf_1: 24
dfxtp_1: 42
edfxtp_1: 136
ha_1: 14
inv_1: 16
mux4_2: 40
nand2_1: 33
nand3_1: 26
nand4_1: 12
nor2_1: 49
o211ai_1: 11
xnor2_1: 34
xor2_1: 29
==> metal layers <==
metal | up-vias | wire length [um] | GRT usage [%]
met2 | 257 | 8516 | 27.69
met5 | - | 0 | 0
met3 | 19 | 2035 | 10.24
li1 | 2408 | - | -
met4 | 0 | 240 | 2.371
met1 | 2509 | 7725 | 27.65
==> worst min path at each step <==
stage | startpoint | end | slack (ns) | cells past startpoint
CTS | state[0] | state[2] | 0.51 | 2
global route | baud_counter[0] | baud_counter[0] | 0.52 | 1
finish | baud_counter[0] | baud_counter[0] | 0.51 | 1
==> placed cells by master (no fill, tap or decap), drive strengths merged, types with 24 or more instances in the layout <==
master           n
clkdlybuf4s50   30
dfxtp           42
edfxtp         136
inv             24
mux4            40
nand2           33
nand3           26
nor2            49
xnor2           34
xor2            29
==> area by class of cell <==
type,count,area (um2),area share (%)
Clock buffer,17,425.4,4.445
Clock inverter,15,186.4,1.948
Inverter,16,60.06,0.6275
Multi-Input combinational cell,384,3289,34.37
Sequential cell,178,4926,51.47
Tap cell,270,337.8,3.530
Timing Repair Buffer,36,345.3,3.608
==> through the flow <==
stage	std cells	utilization, %	area, um2	total power [W]
floorplan	622	-	8483	0.001043
global placement	884	43.71	8959	0.001062
detailed placement	884	43.71	8959	0.001062
CTS	916	46.70	9570	0.001898
global route	916	46.70	9570	0.001939
finish	916	46.70	9570	0.001883
Power and IR drop assume default switching activity.
