<file path="flow/run.sh">
#!/bin/bash
# OpenROAD 26Q1-2900-gdf79404cd8, Yosys 0.63+post, stock flow scripts
make -C /OpenROAD-flow-scripts/flow DESIGN_CONFIG=/design/flow/config.mk WORK_HOME=/design/flow/orfs finish
</file>
<file path="flow/config.mk">
export PLATFORM = sky130hd
export DESIGN_NAME = count_fifo
export DESIGN_NICKNAME = count_fifo
export VERILOG_FILES = /design/flow/design.v
export SDC_FILE = /design/flow/constraint.sdc
export NUM_CORES = 4
export LEC_CHECK = 1
export CORE_UTILIZATION = 30
</file>
<file path="flow/constraint.sdc">
current_design count_fifo

set clk_period 2.6
set clk_io_pct 0.2

create_clock -name clk0 -period $clk_period [get_ports {clk}]

set non_clock_inputs [all_inputs -no_clocks]
set_input_delay [expr $clk_period * $clk_io_pct] -clock clk0 $non_clock_inputs
set_output_delay [expr $clk_period * $clk_io_pct] -clock clk0 [all_outputs]
</file>
<file path="flow/design.v">
package uart_pkg;
  parameter DATA_WIDTH = 8;
  parameter FIFO_DEPTH = 16;
  parameter CLK_PERIOD = 10;   
  parameter BAUD_DIV = 104;
  parameter BAUD_CLK_PERIOD = BAUD_DIV * CLK_PERIOD;   
  typedef enum logic [1:0] {
    IDLE,
    SENDING_START,
    SENDING_DATA,
    SENDING_STOP
  } state_t;
endpackage
module count_fifo #(
    parameter DATA_WIDTH = 8,
    parameter FIFO_DEPTH = 4
) (
    input logic clk,
    input logic rst,
    input logic wr_en,
    input logic rd_en,
    input logic [DATA_WIDTH-1:0] wdata,
    output logic [DATA_WIDTH-1:0] rdata,
    output logic full,
    output logic empty
);
  localparam ADDR_WIDTH = $clog2(FIFO_DEPTH);
  logic [DATA_WIDTH-1:0] fifo_mem[FIFO_DEPTH];
  logic [ADDR_WIDTH-1:0] write_ptr, read_ptr;
  logic [ADDR_WIDTH-1:0] fifo_count;
  always_ff @(posedge clk) begin
    if (rst) begin
      write_ptr  <= 0;
      read_ptr   <= 0;
      fifo_count <= 0;
    end else begin
      case ({
        wr_en, rd_en
      })
        2'b10:   fifo_count <= fifo_count + 1;
        2'b01:   fifo_count <= fifo_count - 1;
        default: fifo_count <= fifo_count;
      endcase
      if (wr_en && !full) begin
        fifo_mem[write_ptr] <= wdata;
        write_ptr <= write_ptr + 1;
      end
      if (rd_en && !empty) begin
        rdata <= fifo_mem[read_ptr];
        read_ptr <= read_ptr + 1;
      end
    end
  end
  assign full  = (fifo_count == FIFO_DEPTH);
  assign empty = (fifo_count == 0);
endmodule
module le_fifo #(
    parameter DATA_WIDTH = 8,
    parameter FIFO_DEPTH = 4
) (
    input logic clk,
    input logic rst,
    input logic wr_en,
    input logic rd_en,
    input logic [DATA_WIDTH-1:0] wdata,
    output logic [DATA_WIDTH-1:0] rdata,
    output logic full,
    output logic empty
);
  localparam ADDR_WIDTH = $clog2(FIFO_DEPTH);
  logic [DATA_WIDTH-1:0] fifo_mem[FIFO_DEPTH];
  logic [ADDR_WIDTH-1:0] write_ptr, read_ptr;
  always_ff @(posedge clk) begin
    if (rst) begin
      write_ptr <= 0;
      read_ptr  <= 0;
    end else begin
      if (wr_en && !full) begin
        fifo_mem[write_ptr] <= wdata;
        write_ptr <= write_ptr + 1;
      end
      if (rd_en && !empty) begin
        rdata <= fifo_mem[read_ptr];
        read_ptr <= read_ptr + 1;
      end
    end
  end
  assign full  = ((write_ptr + 1'b1) == read_ptr);
  assign empty = (write_ptr == read_ptr);
endmodule
module wbit_fifo #(
    parameter DATA_WIDTH = 8,
    parameter FIFO_DEPTH = 4
) (
    input logic clk,
    input logic rst,
    input logic wr_en,
    input logic rd_en,
    input logic [DATA_WIDTH-1:0] wdata,
    output logic [DATA_WIDTH-1:0] rdata,
    output logic full,
    output logic empty
);
  localparam ADDR_WIDTH = $clog2(FIFO_DEPTH);
  logic [DATA_WIDTH-1:0] fifo_mem[FIFO_DEPTH];
  logic [ADDR_WIDTH:0] write_ptr, read_ptr;
  logic wrap_around;
  always_ff @(posedge clk) begin
    if (rst) begin
      write_ptr <= 0;
      read_ptr  <= 0;
    end else begin
      if (wr_en && !full) begin
        fifo_mem[write_ptr[ADDR_WIDTH-1:0]] <= wdata;
        write_ptr <= write_ptr + 1;
      end
      if (rd_en && !empty) begin
        rdata <= fifo_mem[read_ptr[ADDR_WIDTH-1:0]];
        read_ptr <= read_ptr + 1;
      end
    end
  end
  assign wrap_around = (write_ptr[ADDR_WIDTH] ^ read_ptr[ADDR_WIDTH]);
  assign full = wrap_around & (write_ptr[ADDR_WIDTH-1:0] == read_ptr[ADDR_WIDTH-1:0]);
  assign empty = (write_ptr == read_ptr);
endmodule
</file>
==> metrics.log <==
[flow] collecting metrics
INFO  metric netSwitchingPower = ~290 uW
INFO  metric grt_use_met2 = 0.1430
INFO  metric clock_latency = 0.29 ns
INFO  metric ctsLongestPathBuffers = 2
INFO  metric synth-seq-area-share = 0.7608
INFO  metric whs_path_depth = 2
INFO  metric core_area = between 5000 and 6000 um^2
INFO  metric worstPathArrival = roughly 1.7 ns
INFO  metric synth_simple_gate_area_share = 0.03530
INFO  metric synth_area_per_cell = 19.30 um^2
INFO  metric grt_setup_unrepaired = no
INFO  metric overall_power = 1.388 mW
INFO  metric hold_path_class = flip-flop to flip-flop
INFO  metric grt-ovfl-total = 0
INFO  metric xor_area_frac = 0.02522
INFO  metric synth.ff_latch_count = 46
INFO  metric cp_max_stage_delay = 0.53 ns
INFO  metric ctsHtreeMaxLevel = 2
INFO  metric slowest_stage = sky130_fd_sc_hd__clkdlybuf4s50_1
INFO  metric fillCellCount = between 500 and 600
INFO  metric initial_core_util = 0.3135
INFO  metric outcome = finished clean
INFO  metric drt-wirelength-per-cell = between 10 and 15 um
INFO  metric post_cts_buffers = 0
INFO  metric global_router_s_overall_resource_usage = 0.09028
INFO  metric top_flip_flop_cell_by_instance_count_after_synthesis = sky130_fd_sc_hd__edfxtp_1
INFO  metric finalCritPeriodShare = 0.6898
INFO  metric power-per-cell-area = ~660 nW/um^2
INFO  metric topCombFamilyByArea = multiplexers
INFO  metric antenna_violations_before_repair = 0
INFO  metric timing.slew.headroom = 0.5860
INFO  metric grtUsageMet3 = 0.04723
INFO  metric netSwitchingFraction = 0.2062
INFO  metric grt_most_used_layer = met2
INFO  metric synthArstFlopShare = 0
INFO  metric finalSetupTns = 0 ns
INFO  metric worst_vdd_rail_ir_drop = about 330 uV
INFO  metric number_of_gates_given_a_new_drive_strength_after_cts = 0
INFO  metric synthAoiAreaFrac = 0.01297
INFO  metric fin_worst_skew = 0.009307 ns
INFO  metric drt_drc_violations_left = 0
INFO  metric clock_tree_from_tritoncts = yes
INFO  metric worstSetupPathType = input pin to flip-flop
INFO  metric post_synth_inst_count = 90
INFO  metric detailedPlace.worstSlack = 0.4901 ns
INFO  metric crit_path_cell_trace = clkdlybuf4s50_1, inv_1, nor2_1, and2_1
INFO  metric final-comb-area = 384.1 um^2
INFO  metric layout_top_cells = sky130_fd_sc_hd__edfxtp_1 (40), sky130_fd_sc_hd__clkdlybuf4s50_1 (20), sky130_fd_sc_hd__mux4_2 (8), sky130_fd_sc_hd__nor2_1 (8), sky130_fd_sc_hd__dfxtp_1 (6)
INFO  metric tightest_slew = 0.6202 ns
INFO  metric detail-route-antenna-nets = 0
INFO  metric root_buffer = sky130_fd_sc_hd__clkbuf_8
INFO  metric min_to = fifo_count[1]$_SDFFE_PP0P_
INFO  metric grt_met1_usage = 0.1155
INFO  metric wirelength = 2.374 mm
INFO  metric worstPathRequired = 2.54 ns
INFO  metric pin_count_of_the_biggest_net_entering_global_routing = 14
INFO  metric max-cap-violations = 0
INFO  metric reg2regPathDepth = 1
INFO  metric first_global_vias = 824
INFO  metric power_frac_seq = 0.625
INFO  metric post_cts_clock_slew_at_the_launch_and_capture_registers_of_the_worst_setup_and_hold_paths = 0.08 ns
INFO  metric synth-area-yosys = approximately 1700 um^2
INFO  metric critical_path.max_fanout = 8
INFO  metric mostFrequentLayoutCell = sky130_fd_sc_hd__edfxtp_1
INFO  metric report.final.hold_viol_count = 0
INFO  metric cp-end-kind = flip-flop
INFO  metric fraction_of_power_consumed_by_the_clock_network = 0.288
INFO  metric post_synth_num_cell_types = 18
INFO  metric grt_pass1_wl = 3.815 mm
INFO  metric warning_count = 28
INFO  metric die_w = between 70 and 80 um
INFO  metric setup.worst_path.start_class = input pin
INFO  metric cellInternalPower = 1.102 mW
INFO  metric post_synth_fa_ha_maj_area_fraction = 0.03602
INFO  metric final-max-slew-violation-count = 0
INFO  metric fmaxAchievable = 0.5576 GHz
INFO  metric detail_route.iter0.violations = 28
INFO  metric leakage_component_of_the_power = 0.6858 nW
INFO  metric post_synth_tally_of_flip_flops_with_integrated_enable = 40
INFO  metric fp.dieH = 78.09 um
INFO  metric routed-via-count = 790
INFO  metric cts-hold-fix-buffers = 0
INFO  metric power.combinational.fraction = 0.088
INFO  metric io_pins = 22
INFO  metric core.rowCount = 27
INFO  metric io_buffer_count = 20
INFO  metric area.growth.synth_to_final = 20.68%
INFO  metric synth-cells-yosys = 90
INFO  metric r2r-end = rdata[7]$_DFFE_PP_
INFO  metric chip_area = 6097 um^2
INFO  metric layout-drive-gt1-share = 0.1304
INFO  metric detail_route.antenna_diodes = 0
INFO  metric setup_viol = 0
INFO  metric finalWorstPathRequiredPeriod = 1.794 ns
INFO  metric yosys-mux-area-fraction = 0.1095
INFO  metric register_area = 1321 um^2
INFO  metric finalWorstSetupSlack = a little over 0.8 ns
INFO  metric number_of_buffers_created_by_cts = 5
INFO  metric routed_via_density = 4.225
INFO  metric detailedRoute.firstPassIterationCount = 4
INFO  metric regToRegSetupSlack = 1.02 ns
INFO  metric place.detailed.hpwl = 1.634 mm
INFO  metric place_congestion = 0.7521
INFO  metric netlist_area = 1737 um^2
INFO  metric worst_hold_startpoint = fifo_count[1]$_SDFFE_PP0P_
INFO  metric yosysWarningCount = 1
INFO  metric worst_r2r_startpoint = read_ptr[0]$_SDFFE_PP0P_
INFO  metric clock-sinks = 46
[critical path: cells and delay by family]
kind                   cells  cell delay, ns
AND/OR/NAND/NOR            2            0.61
buffers and inverters      2            0.60
[layout make-up]
type | count | share of cell area
inverters | 3 | 0.005373
repair buffers | 21 | 0.09910
clock buffers | 6 | 0.03463
well taps | 72 | 0.04299
flip-flops and latches | 46 | 0.6304
multi-input cells | 37 | 0.1833
clock inverters | 2 | 0.004179
[flip-flops by register name, indices dropped and copies added (netlist names)]
name        count
fifo_count      2
read_ptr        2
write_ptr       2
rdata           8
fifo_mem       32
[through the flow]
step                      hold WS (ns)    util  cells  cell area, um^2
after global placement          0.4988  0.3636    179             2014
after detailed placement        0.5268  0.3636    179             2014
final                           0.5365  0.3783    187             2096
after CTS                       0.5377  0.3783    187             2096
after floorplan                 0.4812       -     90             1737
after global routing            0.5546  0.3783    187             2096
[per-layer routing]
layer | up-vias | share of wire
met1 | 373 | 0.39
met2 | 28 | 0.49
met5 | - | 0
li1 | 385 | -
met3 | 4 | 0.099
met4 | 0 | 0.019
[cell usage after synthesis, types with 2 or more instances]
| cell | number | area share |
|---|---|---|
| sky130_fd_sc_hd__clkbuf_1 | 2 | 0.0043 |
| sky130_fd_sc_hd__and2_1 | 4 | 0.014 |
| sky130_fd_sc_hd__dfxtp_1 | 6 | 0.069 |
| sky130_fd_sc_hd__mux4_2 | 8 | 0.10 |
| sky130_fd_sc_hd__nor2_1 | 8 | 0.017 |
| sky130_fd_sc_hd__ha_1 | 5 | 0.036 |
| sky130_fd_sc_hd__edfxtp_1 | 40 | 0.69 |
| sky130_fd_sc_hd__xor2_1 | 3 | 0.015 |
| sky130_fd_sc_hd__inv_1 | 3 | 0.0065 |
| sky130_fd_sc_hd__o21ai_0 | 2 | 0.0058 |
| sky130_fd_sc_hd__xnor2_1 | 2 | 0.010 |
[how the worst max path moves through the flow]
stage	start	end	slack [ns]	cells after the start
4_1_cts	wr_en	fifo_mem[1][5]$_DFFE_PP_	0.80	4
5_1_grt	wr_en	fifo_mem[1][5]$_DFFE_PP_	0.74	4
6_report	wr_en	fifo_mem[1][0]$_DFFE_PP_	0.81	4
[power by group through the flow]
stage / logic (mW) / registers, mW / clock network, mW
5_1_grt: 0.136 / 0.873 / 0.442
6_report: 0.122 / 0.867 / 0.399
4_1_cts: 0.124 / 0.868 / 0.413
[cells by family after synthesis]
group           after synthesis
mux                           9
compound gates                4
xor+xnor                      5
buf+inv                       7
other cells                   1
fa+ha+maj                     5
simple gates                 13
flops                        46
Power figures rest on the tool's default switching activity, not on a simulated workload.
